==> design.v <==
`timescale 1ns / 1ps
module topUART(
input clk, btn0, btn1, btn2, Rx,
input [7:0]  switch,
output reg[7:0] led,
output  slowclock,
output parity,
output reg Tx=1);  
	 reg start=0;
	 reg[1:0] stop=3;
	 reg [14:0] counter=0;
	 reg reg_slowclock=0;
	 parameter [12:0] max=2604;  
	 reg [11:0] encoded_data=0;
	 reg [11:0] received_data=0;
	 reg enable_trans=0, enable_rec=0;
	 reg [3:0] N=0, M=0; 
	 assign parity =^switch;
	 always @(posedge clk)
	 begin
	 counter<=counter+1;
	 if(counter==max)begin
	 reg_slowclock<=!reg_slowclock;
	 counter<=0;
	 end 
	 end
	 assign slowclock=reg_slowclock;
	 always @(posedge slowclock)
	 begin
	 if(btn0)
	 begin
	 enable_trans<=0;
	 enable_rec<=0;
	 led<=0;
	 end
	 if(btn1)
	 encoded_data<={stop, switch, parity, start};  
	 if(btn2) begin
	 enable_trans<=1;
	 end
	 if(enable_trans)begin
	 Tx<=encoded_data[N];
	 N<=N+1;
	 if(N==12) begin
	 N<=0;
	 Tx<=1;
	 enable_trans<=0;end
	 end
	 if(Rx==0)
	 enable_rec<=1;
	 if(enable_rec) begin
	 received_data[11]<=Rx;
	 received_data[10]<=received_data[11];
	 received_data[9]<=received_data[10]; 
	 received_data[8]<=received_data[9];
	 received_data[7]<=received_data[8];
	 received_data[6]<=received_data[7];
	 received_data[5]<=received_data[6];
	 received_data[4]<=received_data[5];
	 received_data[3]<=received_data[4];
	 received_data[2]<=received_data[3];
	 received_data[1]<=received_data[2];
	 received_data[0]<=received_data[1];   
	 M<=M+1;
	 if(M==12) begin
	 led<=received_data[9:2];
	 enable_rec<=0;
	 received_data<=0; end
	 end
end
endmodule 
==> run.sh <==
#!/bin/bash
# OpenROAD 26Q1-2900-gdf79404cd8, Yosys 0.63+post, stock flow scripts
make -C /OpenROAD-flow-scripts/flow DESIGN_CONFIG=/design/flow/config.mk WORK_HOME=/design/flow/orfs finish
==> config.mk <==
export PLATFORM = sky130hd
export DESIGN_NAME = topUART
export DESIGN_NICKNAME = topUART
export VERILOG_FILES = /design/flow/design.v
export SDC_FILE = /design/flow/constraint.sdc
export NUM_CORES = 4
export LEC_CHECK = 1
export CORE_UTILIZATION = 40
==> constraint.sdc <==
current_design topUART

set clk_period 2.8
set clk_io_pct 0.2

create_clock -name clk0 -period $clk_period [get_ports {clk}]

set non_clock_inputs [all_inputs -no_clocks]
set_input_delay [expr $clk_period * $clk_io_pct] -clock clk0 $non_clock_inputs
set_output_delay [expr $clk_period * $clk_io_pct] -clock clk0 [all_outputs]
==> results.toml <==
# physical design summary
[logic_synthesis]
syn_area_per_cell_um2 = 11.65
syn_inst = 195
synth_top_cell_by_area = "edfxtp_1"
yosys_most_used_dff = "edfxtp_1"
async_flop_share_pct = 0
top_area_share_pct = 39.65
ys_cells = 195
syn_area_um2 = 2272
ys_types = 35
edf_count = 30
common_cells = "30 x edfxtp_1, 25 x dfxtp_1, 23 x nand2_1"
most_common_cell = "edfxtp_1"
synthTopCellsByArea = "edfxtp_1 40%, dfxtp_1 22%, xnor2_1 5.8%, nand2_1 3.8%, ha_1 3.3%"
seq_area_frac_synth_pct = 61.67
ys_ff = 55
ys_warn_count = 1
yosys-stat-area_um2 = 2272

[worst_hold_path]
hold_class = "flop to flop"

[layout]
fill_cells = 495
seq_area_um2 = 1401
syn2layout_area_growth_pct = 16.30
comb_area_um2 = 813.3
drive_gt1_share_pct = 5.909
design_area_um2 = 2643

[pwr]
leakagePower_uw = 0.0009232
p_sw_uw = 98.31
p_sw_share_pct = 19.87
combPwrFrac_pct = 11.0
p_int_uw = 396.6
p_per_area_nw_per_um2 = 187.3
seqPwrFrac_pct = 47.7
clock_power_share_pct = 41.3
ir_drop_mv = 0.3057

[die]
fp_util_pct = 41.26
dieArea_um2 = 5986
fp.dieW_um = 77.37
boundaryPins = 24
die_y_um = 77.37
core_area_um2 = 5507
rows = 27

[timing]
fin_tns_setup_ns = 0
final_hold_viol_count = 0
relSlewSlack_pct = 43.45
rsz0062_at_grt = "false"
unclocked_pins = 39
period_used_pct = 92.28
max_freq_ghz = 0.3870
timing.final.ws_setup_ns = 0.2161
setup_viol = 0
slew_viol_final = 0
min_period_ns = 2.584
worst_pin_slew_ns = 0.8452
finClkSkew_ns = 0.002478
untimed_endpoints = 76

[placed_design]
dp_slack_ns = 0.2143
dp_hpwl_mm = 2.299
post_dp_cell_area_um2 = 2587
port_buffers = 23
routabilityCongestion = 0.8442

[drt]
drt_iter0_drc = 60
vias_per_cell = 4.668
antennaDiodeCount = 0
drc_errors = 0
wire_per_inst_um = 10.85
ant_nets = 0
vias = 1363
drtPass1Iterations = 4
wirelength_mm = 3.168

[clocking]
clockBufferDepth = 2
cts_tree = "built"
cts_root_buf = "clkbuf_8"
ctsResizeCount = 0
clk_latency_ns = 0.25
postCtsSetupRepairBufs = 0
h-tree-depth = 1
clk_pin_slew_worst_paths_ns = 0.06
hold_buffers = 0
numCtsBuffers = 3

[critical_path]
critical_path_required_ns = 2.24
crit_path_end_kind = "primary output"
path_class = "input pin to primary output"
start_kind = "input pin"
crit_arrival_ns = 2.02
crit_fanout = 2

[flow_run]
tool_warnings = 28
maxCapViolCount = 0

[global_routing]
grt.total_usage_pct = 12.10
use_met3_pct = 1.314
use_met1_pct = 19.77
grt_max_degree = 41
use_met2_pct = 18.85
grt_pass1_vias = 1345
grt_busiest_layer = "met1"
overflow = 0
grt_pass1_wl_mm = 5.761
antenna_found_initial = 0

[outcome]
outcome = "finished, final reports clean"
-- per-stage QoR --
stage	utilization, %	hold slack, ns	instances	total power [uW]
after floorplan	-	0.4354	195	260.8
after global placement	46.99	0.4483	288	295.8
after detailed placement	46.99	0.4524	288	295.9
after CTS	47.99	0.4662	292	500.9
after global routing	47.99	0.5110	292	516.4
final	47.99	0.4674	292	494.9
-- state kept, by name (all words and copies together), names as in the netlist --
name and flops:
counter 15, encoded_data 10, received_data 10, led 8, M 4, N 4
Tx 1, enable_rec 1, enable_trans 1, reg_slowclock 1
-- final timing paths --
path,startpoint,cells past startpoint,to,slack [ns]
setup reg to reg,counter[6],3,reg_slowclock,1.27
hold reg to reg,counter[14],1,counter[14],0.47
setup / recovery,switch[6],5,parity,0.22
hold / removal,counter[14],1,counter[14],0.47
-- area by class of cell --
class	instances	share of cell area (%)
repair buffers	24	8.996
inverters	12	1.705
multi-input cells	125	30.78
flip-flops and latches	55	53.03
clock buffers	4	2.083
well taps	72	3.409
-- kinds of logic after synthesis --
kind of cell | synth area share (%)
xor gates and xnor gates | 8.811
buffers and inverters | 2.533
adders and majority gates | 3.304
DFF | 61.67
AOI/OAI and AO/OA | 5.507
muxes | 1.872
and+or+nand+nor | 16.13
other | 0.1650
-- critical path, cell delays in order --
cell,delay [ns]
clkdlybuf4s50_1,0.49
xor2_1,0.19
xnor2_1,0.15
xnor2_1,0.15
clkdlybuf4s50_1,0.48
-- power by group through the flow --
stage / Clock [uW] / Sequential, uW / Combinational [uW]
CTS: 210 / 236 / 54.9
global route: 219 / 236 / 61.8
finish: 205 / 236 / 54.2
-- metal layers --
layer	share of wire [%]	up-vias
met5	0	-
met2	44	18
met4	0.66	0
met3	2.2	2
li1	-	711
met1	53	632
-- cell usage in the layout (no fill, tap or decap), drive strengths merged, types with 2 or more instances in the layout --
master,netlist,final
mux2i,2,2
nor3,4,4
nand3,8,8
and2,10,10
ha,6,6
a21oi,5,5
edfxtp,30,30
mux2,2,2
clkbuf,2,4
nand2,23,23
o21ai,12,12
inv,11,11
nor4,2,2
clkdlybuf4s50,0,23
nor2,14,14
nor2b,3,3
xor2,6,6
xnor2,16,16
dfxtp,25,25
and3,2,2
Power and IR drop assume default switching activity.
